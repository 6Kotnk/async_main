## flow/constraint.sdc

```tcl
current_design debounce

set clk_period 3.0
set clk_io_pct 0.2

create_clock -name clk0 -period $clk_period [get_ports {clk}]

set non_clock_inputs [all_inputs -no_clocks]
set_input_delay [expr $clk_period * $clk_io_pct] -clock clk0 $non_clock_inputs
set_output_delay [expr $clk_period * $clk_io_pct] -clock clk0 [all_outputs]
```

## flow/design.v

```verilog
package link_pkg;
parameter RAIL_NUM = 2;
typedef logic [RAIL_NUM-1:0] multi_rail_bit;
endpackage
`timescale 1ns / 1ps
module debounce#(
  parameter                       DEBOUNCE_INTERVAL = 250000
)
(
  input                           clk,
  input                           rst,
  input                           in,
  output                          out
);
localparam CNT_W = $clog2(DEBOUNCE_INTERVAL);
logic [CNT_W-1:0] cnt;
logic out_r;
always @(posedge clk)
begin
  if(rst)
  begin
    out_r <= in;
    cnt <= 0;
  end
  else
  begin
    if(in != out_r)
    begin
      if(cnt >= DEBOUNCE_INTERVAL)
      begin
        out_r <= in;
      end
      else
      begin
        cnt <= cnt + 1;
      end
    end
    else
    begin
      cnt <= 0;
    end
  end
end
assign out = out_r;
endmodule
```

## flow/run.sh

```bash
#!/bin/bash
# OpenROAD 26Q1-2900-gdf79404cd8, Yosys 0.63+post, stock flow scripts
make -C /OpenROAD-flow-scripts/flow DESIGN_CONFIG=/design/flow/config.mk WORK_HOME=/design/flow/orfs finish
```

## flow/config.mk

```make
export PLATFORM = sky130hd
export DESIGN_NAME = debounce
export DESIGN_NICKNAME = debounce
export VERILOG_FILES = /design/flow/design.v
export SDC_FILE = /design/flow/constraint.sdc
export NUM_CORES = 4
export LEC_CHECK = 1
export CORE_AREA = 10 10 86 86
export DIE_AREA = 0 0 96 96
```

==> notes.md <==
Synthesis and PnR results.

- The simple logic cell fraction of the synthesized area is 0.245.
- The total iterations of the first detailed-routing run reads 4.
- Setup repair after global routing left no endpoint under its margin.
- For reference, the final report shows the hold violation count at 0.
- The sink count of the clock tree reads 19.
- The detail route stage leaves a number of antenna-violating nets equal to 0.
- The number of H-tree levels reads 1.
- The report lists the number of cells resized after CTS as 0.
- For this run, the leading register cell type out of synthesis is dfxtp_1.
- The layout has 621 filler cells.
- The OpenROAD warning count is 27.
- The wire length of the first global-routing pass is 4130 um.
- The arrival time reported for the critical path endpoint reads 2240 ps.
- As reported, the later end of the worst-skew pair has a clock insertion delay of 250 ps.
- The number of I/O pins reads 4.
- The required time at the worst endpoint is listed as 3180 ps.
- The leakage power summed over all cells is 0.371 nW.
- The number of global-route vias before repair is 872.
- TritonCTS built the clock tree.
- The complex-gate fraction of the synthesized area is 0.224.
- Looking at the critical path, the highest net fanout was 9.
- The final wirelength reads 2330 um.
- The cell depth of the worst flop-to-flop path reads 5.
- The combined flip-flop and latch cell area is 390 sq um.
- The count of library flops with an enable pin is 1.
- The area of the multi-input gates is 648 sq um.
- The setup total negative slack reads 0 ps.
- The worst ir drop on vdd is 0.100 mV.
- For the worst min-delay path, the startpoint reported by OpenROAD is cnt[16]$_SDFFE_PP0N_.
- The worst-path cell with the longest stage delay reads nor2_1.
- The beginning of the worst register-to-register path is cnt[6]$_SDFFE_PP0N_.
- The commonest non-fill, non-tap cell in the layout is nand2_1.
- For reference, the clock transition at the flip-flops on the worst setup and hold paths is 70 ps.
- The total power of the final layout reads 0.470 mW.
- The die covers 9220 sq um.
- The final critical delay including setup and external delays reads 2060 ps.
- The type of element capturing the critical path reads a flip-flop.
- Clock tree synthesis inserted a total of 3 buffers.
- The share of final-layout standard cells stronger than drive strength 1 is 0.115.
- The initial detailed-routing violation count reads 63.
- The detailed router placed 916 vias in this run.
- The clock passes through at most 2 buffers.
- The worst min-delay path class reads flip-flop to flip-flop.
- The floorplan has 27 rows.
- The sequential-to-total area share from yosys stat reads 0.355.
- Per the post-synthesis stats, the area per cell is 8.73 sq um.
- For this run, the final setup violation count is recorded as 0.
- The yosys warning tally is 1.
- In this run, the synthesized area fraction spent on adder and majority cells is recorded as 0.0228.
- Traced cell by cell, the critical path runs through clkdlybuf4s50_1 > xnor2_1 > nor2_1 > buf_4 > nand2_1 > o21ai_0.
- The most common logic cells in the final layout are nand2_1, dfxtp_1, mux2i_1.
- The chip area line of the yosys report reads 1100 sq um.
- The cell total in the yosys stat output is 126.
- The type of the worst setup path is primary input to flip-flop.
- The die width is 96 um.
- The worst setup path is launched from a primary input.
- The floorplan die height reads 96 um.
- The run finished with clean final reports.
- The routability congestion estimate is 0.869.
- Summing every instance area after synthesis gives 1100 sq um.
- The initial core utilization is 0.199.
- The post-detailed-route via-to-cell ratio reads 4.51.
- Buffers placed on the I/O ports in this run total 3.
- The area growth from synthesis to layout is 13.9%.
- The DRC violation count after routing is 0.
- The hold path endpoint reads cnt[16]$_SDFFE_PP0N_.
- The achievable frequency reads 0.486 GHz.
- In the final routed layout, each cell accounts on average for 11.5 um.
- The placeable core area reads 5540 sq um.
- The parity-gate share of the synthesized area counting xor and xnor cells is 0.0159.
- The part of the cycle the worst path needs is 0.686.
- The ratio of total power to cell area is 375 nW/um^2.
- Hold repair after CTS inserted 0 buffers.
- Note, the detailed placer reported a final HPWL of 1670 um.
- The tally of unique sky130hd cells used after synthesis reads 36.
- The post-synthesis sequential element count is 19.
- The total inserted antenna cells is 0.
- The initial antenna violation count reads 0.
- The largest net degree at the start of global routing reads 11.
- The relative max-transition margin is 0.593.
- The multiplexer fraction of the synthesized cell area is 0.0819.
- The root cell of the clock tree is clkbuf_8.
- The post-CTS repair timing setup buffer count is 0.
- The worst clock skew is 1.27 ps.
- The proportion of register bits with asynchronous set or reset after synthesis reads 0.
- STA reports a reg2reg setup slack of 1170 ps.
- The cell count after synthesis reads 126.
- The count of max-cap constraint violations reads 0.
- On the worst path, the slowest cell contributes a delay of 520 ps.
- The worst hold path depth is 2.
- In the synthesized netlist, the dominant kind of combinational cell is simple AND/OR/NAND/NOR gates.
- The overall track demand over capacity in global routing is 0.0540.
- The max-slew violation total from the final report is 0.
- The worst register-to-register path ends at cnt[5]$_SDFFE_PP0N_.
- The transition time recorded at the tightest slew-check pin is 609 ps.
- The final global-route overflow total is 0.
[final cells by class]
cell class,count,area share
Multi-Input combinational cell,95,0.517
Sequential cell,19,0.312
Tap cell,72,0.0719
Timing Repair Buffer,6,0.0420
Clock buffer,4,0.0360
Inverter,7,0.0210
[worst max-delay path by stage]
stage                 slack, ps                   to  start
after CTS                   970  cnt[3]$_SDFFE_PP0N_     in
after global routing        750  cnt[3]$_SDFFE_PP0N_     in
final                       940  cnt[3]$_SDFFE_PP0N_     in
[worst max-delay path, delay by kind of cell]
kind                      cells  cell delay, ps
buffers and inverters         2             700
and+or+nand+nor               2             580
xor gates and xnor gates      1             220
AOI/OAI and AO/OA             1             130
[where the power goes]
group	switching, mW	total [mW]	leakage (nW)	internal (mW)
Sequential	0.00378	0.261	0.155	0.257
Combinational	0.0182	0.0308	0.194	0.0125
Clock	0.0838	0.178	0.0228	0.0944
[Yosys cell counts, drive strengths merged, types with 2 or more instances]
cell | number | share of area
o31ai | 3 | 0.020
o21ai | 4 | 0.018
a2111oi | 2 | 0.022
a2111o | 2 | 0.020
nor2 | 5 | 0.017
ha | 2 | 0.023
or2 | 2 | 0.011
and4 | 3 | 0.025
nand2 | 20 | 0.075
a21oi | 7 | 0.032
o2111ai | 2 | 0.016
mux2i | 9 | 0.082
buf | 3 | 0.025
nand3 | 7 | 0.032
nor3 | 3 | 0.018
inv | 7 | 0.024
a211oi | 7 | 0.057
or3 | 5 | 0.028
dfxtp | 18 | 0.33
clkbuf | 2 | 0.0068
or4 | 3 | 0.020
nand4 | 3 | 0.017
[state kept, by name (all words and copies together), names as in the netlist]
signal  flops
out_r       1
cnt        18
[through the flow]
step	worst slack (ps)	hold slack, ps	instance area, sq um	utilization	instances
2_1_floorplan	1240	441	1100	-	126
3_3_place_gp	743	467	1210	0.218	199
3_5_place_dp	708	474	1210	0.218	199
4_1_cts	967	484	1250	0.226	203
5_1_grt	751	510	1250	0.226	203
6_report	943	482	1250	0.226	203
[kinds of logic (layout without fill, tap and decap cells)]
logic type	count (synthesis)	count (layout)
xor+xnor	2	2
simple gates	51	51
buf+inv	12	17
mux	9	9
fa+ha+maj	2	2
compound gates	31	31
flops	19	19
[metal layers]
layer  share of wire  global-route usage
met5               0                   0
met4          0.0034             0.00860
met1            0.51              0.0761
met3           0.033              0.0142
met2            0.45              0.0830
Power is estimated from default activity; no workload was simulated.
